[./run.sh]
#!/bin/bash
# OpenROAD 26Q1-2900-gdf79404cd8, Yosys 0.63+post, stock flow scripts
make -C /OpenROAD-flow-scripts/flow DESIGN_CONFIG=/design/flow/config.mk WORK_HOME=/design/flow/orfs finish
[./config.mk]
export PLATFORM = sky130hd
export DESIGN_NAME = dm_mux2
export DESIGN_NICKNAME = dm_mux2
export VERILOG_FILES = /design/flow/design.v
export SDC_FILE = /design/flow/constraint.sdc
export NUM_CORES = 4
export LEC_CHECK = 1
export CORE_AREA = 10 10 70 70
export DIE_AREA = 0 0 80 80
[./constraint.sdc]
current_design dm_mux2

set clk_period 1.0
set clk_io_pct 0.2

create_clock -name clk0 -period $clk_period

set non_clock_inputs [all_inputs -no_clocks]
set_input_delay [expr $clk_period * $clk_io_pct] -clock clk0 $non_clock_inputs
set_output_delay [expr $clk_period * $clk_io_pct] -clock clk0 [all_outputs]
[./design.v]
module dm_mux2 #(  
    parameter   WIDTH = 32,
)(
    input logic [WIDTH-1:0]     read_data,
    input logic [WIDTH-1:0]     ALUout,
    input logic                 ResultSrc,
    output logic [WIDTH-1:0]    result
);
assign result = ResultSrc ? read_data : ALUout;  
endmodule
==> reports/metrics.yaml <==
final_timing:
  final-setup-viol-count: 32
  finalHoldViolations: 0
  rsz0062_at_grt: "yes"
  clock.fmax_mhz: 846
  fin_crit_sh_pct: 118
  maxSlewViolCount: 0
  finalSetupTns_ps: -2610
  layout_setup_ws_ps: -183
  max-slew-margin-rel_pct: 94.9
  worst_slew_pin_slew_ps: 77.1
  min_period_ps: 1180
job:
  maxCapViolCount: 0
  warnings: 34
die:
  dieArea_mm2: 0.00640
  ios: 97
  num_rows: 21
  floorplan.core_util_pct: 15.9
  die_x_um: 80
  die_h_um: 80
  core_mm2: 0.00342
synthesis:
  yosys_warnings: 0
  ys_seq_share_pct: 0
  ys_chip_area_um2: 544
  area_leaders: "mux2_4, buf_12, mux2_2"
  mux_share_pct: 86.9
  post-synth-top-area-cell: "mux2_4"
  top_area_share_pct: 82.8
  ys_sh_aoi_pct: 0
  syn_avg_cell_area_um2: 15.1
  xor_area_share_pct: 0
  netlist_area_um2: 544
  synth-adder-area-share_pct: 0
  ys_cells: 36
  top_logic_kind: "multiplexers"
  syn_inst: 36
  simple_gate_area_share_pct: 0
  synth_cell_types: 4
power:
  ir_drop_v: 0.000172
  power.internal_w: 0.000470
  seqPwrFrac_pct: 0
  power_density_mw_per_mm2: 388
  total_power_w: 0.000601
  swShare_pct: 21.8
  pwr-share-clk_pct: 0
  power.switching_w: 0.000131
  pwr-share-comb_pct: 100.0
  leakage_nw: 0.860
clocking:
  hold_buffers: 0
drt:
  via_per_inst: 3.83
  routed-via-count: 693
  drtIter0Drc: 3
  antenna_cells: 0
  wl_mm: 2.73
  drc_errors: 0
  antenna_left: 0
  first_pass_iters: 2
  post_drt_wl_per_cell_um: 15.1
min_path:
  hold_path.class: "in2out"
  whs_path_depth: 3
critical_path:
  cp_slowest_cell: "mux2_4"
  crit_fanout: 6
  crit_path_start_kind: "primary input"
  arrival_ps: 980
  crit_path_frequent_cell: "buf_12"
  slowest_delay_ps: 290
  crit_chain: "buf_12 -> buf_12 -> buf_12 -> mux2_4 -> buf_6"
  critPathKind: "in2out"
  worst_setup_path_end_kind: "primary output"
  crit_required_ps: 800
final_layout:
  lay_top_count: "dlygate4sd2_1"
  final_area_mm2: 0.00155
  seq_area_um2: 0
  nFlopsAndLatches: 0
  final_cell_mix: "dlygate4sd2_1, mux2_4, buf_6, buf_2"
  drive_gt1_share_pct: 52.6
  nClkBuffers: 0
  syn_to_final_growth_pct: 184
  fill_cells: 343
run_status:
  status: "finished with violations"
  violations: "negative setup slack"
place:
  dpl_cell_area_mm2: 0.00154
  io_buffers: 97
  post-dp-hpwl_mm: 2.39
  place_congestion: 0.781
  dp_slack_ps: -495
global_routing:
  overflow: 0
  track_usage_pct: 7.90
  grt_max_degree: 10
  grt_pass1_vias: 735
  antenna_found_initial: 0
  grt_pass1_wl_mm: 4.16
==> routing by layer <==
metal | up-vias | global-route usage (%) | part of all wire [%]
met4 | 0 | 0 | 0
met1 | 304 | 9.62 | 37
met2 | 51 | 13.2 | 49
li1 | 338 | - | -
met3 | 0 | 3.64 | 14
met5 | - | 0 | 0
==> cell type report <==
cell class | count | area (um2) | share of cell area [%]
Multi-Input combinational cell | 32 | 480 | 31.0
Tap cell | 46 | 57.6 | 3.72
Timing Repair Buffer | 103 | 1010 | 65.2
==> power groups by stage <==
| stage | sequential, W | combinational (W) | clock (W) |
|---|---|---|---|
| finish | 0 | 0.000601 | 0 |
| global route | 0 | 0.000646 | 0 |
| CTS | 0 | 0.000597 | 0 |
==> worst max-delay path, delay by kind of cell <==
family	cells	cell delay, ps
buffers and inverters	4	490
multiplexers	1	290
==> cells by family after synthesis <==
| family | after synthesis |
|---|---|
| muxes | 32 |
| buffers and inverters | 4 |
==> through the flow <==
stage	util (%)	hold slack, ps	cells
2_1_floorplan	-	498	36
4_1_cts	44.1	797	181
3_5_place_dp	45.0	1340	177
5_1_grt	45.3	717	181
3_3_place_gp	45.0	1340	177
6_report	45.3	696	181
==> cells in the mapped netlist <==
master,number
mux2_4,30
mux2_2,2
buf_12,3
buf_6,1
==> what timing repair did <==
action                                  in CTS  in global routing
gates resized                              172                  9
endpoints found under the setup margin      32                 32
buffers inserted                             2                  0
cloned                                       2                  0
==> path summary, 6_finish.rpt <==
path	startpoint	to	slack [ps]
worst max-delay path	ResultSrc	result[0]	-180
worst min-delay path	ALUout[1]	result[1]	700
No activity file was given, so power comes from the tool's default toggle rates.
