### /design/flow/config.mk
export PLATFORM = sky130hd
export DESIGN_NAME = datamemory
export DESIGN_NICKNAME = datamemory
export VERILOG_FILES = /design/flow/design.v
export SDC_FILE = /design/flow/constraint.sdc
export NUM_CORES = 4
export LEC_CHECK = 1
export CORE_UTILIZATION = 30
### /design/flow/constraint.sdc
current_design datamemory

set clk_period 10.5
set clk_io_pct 0.2

create_clock -name clk0 -period $clk_period [get_ports {clk}]

set non_clock_inputs [all_inputs -no_clocks]
set_input_delay [expr $clk_period * $clk_io_pct] -clock clk0 $non_clock_inputs
set_output_delay [expr $clk_period * $clk_io_pct] -clock clk0 [all_outputs]
### /design/flow/design.v
module datamemory #(  
    parameter   ADDRESS_WIDTH = 32,  
    parameter   DATA_WIDTH=32  
)(
    input logic                         clk,  
    input logic                         we,
    input logic [ADDRESS_WIDTH-1:0]     a,
    input logic [DATA_WIDTH-1:0]        wd,
    output logic [DATA_WIDTH-1:0]       rd
);
logic [DATA_WIDTH-1:0] datamem_array [2**ADDRESS_WIDTH-1:0];  
    always_ff @ (posedge clk)  
    if(we == 1'b1)  
        datamem_array[a] <= wd;
assign rd = datamem_array[a];  
endmodule
### /design/flow/run.sh
#!/bin/bash
# OpenROAD 26Q1-2900-gdf79404cd8, Yosys 0.63+post, stock flow scripts
make -C /OpenROAD-flow-scripts/flow DESIGN_CONFIG=/design/flow/config.mk WORK_HOME=/design/flow/orfs finish
==> impl.org <==
#+TITLE: Physical design notes

** Outcome
- The flow ran to the end, and the final reports show no timing, DRC or antenna violations.

** Clock tree
- The cell sitting at the root of the clock tree is a sky130_fd_sc_hd__clkbuf_8.
- Number of hold buffers added after cts :: 0
- TritonCTS created 9 clock buffers.
- Number of setup buffers added after CTS :: 0
- Resize count post-CTS :: 0
- Per the post-CTS timing run, clock transition at the registers of the reported paths is 0.06 ns.
- Clock tree from TritonCTS :: built
- CTS built an H-tree with a depth of 3.
- Largest buffer count on any clock path :: 2
- Sinks on the clock net :: 64

** Yosys
- Post-Synthesis Cells :: 124
- Area fraction of the dominant cell type after synthesis :: 78.2%
- In the Yosys report the total cell count is 124.
- Each instance of the synthesized netlist takes up on average 19.8 µm².
- Looking at area per cell type in the netlist, the leader is sky130_fd_sc_hd__edfxtp_1.
- For this run, the number of Yosys warnings is 1.
- Synthesis area per yosys :: 0.00246 mm²
- Number of distinct standard cells referenced by the synthesized netlist :: 14
- Netlist area before placement :: 0.00246 mm²
- Of the synthesized area, sequential elements account for 78.2%.
- Ranking of synthesized cells by area :: sky130_fd_sc_hd__edfxtp_1, sky130_fd_sc_hd__mux2_2, sky130_fd_sc_hd__nand4_1, sky130_fd_sc_hd__nor4_1, sky130_fd_sc_hd__buf_2
- Synth Register Bits :: 64

** Final timing
- Period minus WS final :: 5.66 ns
- The final timing summary puts the cycle share of the worst path at 53.9%.
- For the final routed database, the setup TNS stands at 0 ns.
- Setup repair after global routing left no endpoint under its margin.
- For this run, the final setup violation count is recorded as 0.
- Worst max-slew margin expressed relative to the limit :: 48.6%
- In the final report, the number of pins over their slew limit comes to 0.
- The transition time recorded at the tightest slew-check pin is 0.771 ns.
- The highest clock rate this design can be run at is 177 MHz.
- Final-report hold violation count :: 0

** Route
- Dividing the detail-routed wire length by the instance count gives 13.6 µm.
- Final antenna diode count :: 0
- Routed Antenna Nets :: 0
- Detailed-route iteration 0 reported a violation count of 35.
- Across all layers, the routed design uses 1525 vias.
- DRC violation count after routing :: 0
- Vias/cell :: 4.53
- Total wire length :: 4570 µm
- Drt pass-1 iters :: 4

** Power and ir drop
- The worst-case IR drop observed on VDD is 45.7 µV.
- Pwr Density :: 137 mW/mm²
- Leak Pwr :: 1.21 nW

** Layout
- Relative to the synthesized area, the layout overhead comes to 52.0%.
- Number of fillers in the final layout :: 673
- Final std cells w/o fill :: 337
- The layout summary lists the proportion of cells stronger than drive strength 1 as 20.9%.

** Worst setup path
- The STA report counts the stages on the worst setup path as 3.
- The data required time reported for the critical path is 8.40 ns.
- The timing report notes that buffer and inverter cells on the critical path total 2.
- The largest individual stage delay along the critical path comes from the cell sky130_fd_sc_hd__buf_2.
- CP Launch Type :: primary input
- According to the timing report, the critical path is captured at rd[30].
- The timing report gives the biggest stage delay along the critical path as 0.59 ns.
- In the setup report, the worst path falls into the class primary input to output port.
- The cell sequence reported for the critical path is buf_2 -> mux2_2 -> clkdlybuf4s50_1.
- Gate family responsible for the most delay along the worst path :: buffers and inverters
- The arrival time of data at the worst endpoint is listed as 3.56 ns.
- Startpoint of the most critical setup path :: a[0]
- Worst-path maximum fanout :: 34
- STA classifies the critical path endpoint as an output port.

** Placement
- Input and output buffers added on the ports amount to 97.
- Once detailed placement completed, the half-perimeter wirelength came to 3040 µm.
- Routability congestion estimate from global placement :: 0.709
- Per the placement report, the placed cell count is 321.

** Floorplanning
- Die X-Extent :: 92.5 µm
- The floorplan has 32 rows.
- 98 I/O pins were placed.
- Y dimension of the die :: 92.5 µm
- The overall die size recorded for this design is 0.00855 mm².
- The initial utilization of the core area, before any placement, comes to 31.5%.
- Area inside the core boundary :: 0.00781 mm²

** Job
- Tool warnings :: 25
- # Max-Cap Violations :: 0

** Global route
- Per the GRT congestion report, total overflow comes to 0.
- Maximum number of pins on one net before global-route repair :: 35
- Global routing consumed, over all layers together, 11.6% of the routing resources.
- Number of antenna violations at the first check in global routing :: 0
- First-pass GRT wire length :: 7120 µm
- Vias in the first global route :: 1530

** Hold path
- Checking hold timing, the worst path is listed with class primary input to register.
-- synth_stat cells (all sizes together) --
cell type   n
nand2       1
nand4       9
edfxtp     64
buf         4
nor4b       1
nor4        6
or3         1
nand3       1
mux2       32
nor3        2
nor2        1
or4         2
-- worst min path at each step --
stage | start | to | slack (ns) | depth (start not counted)
6_report | wd[29] | datamem_array[-1][29]$_DFFE_PP_ | 2.35 | 1
5_1_grt | wd[31] | datamem_array[-1][31]$_DFFE_PP_ | 2.33 | 1
4_1_cts | wd[29] | datamem_array[0][29]$_DFFE_PP_ | 2.33 | 1
-- area by class of cell --
cell class / instances / area (µm²) / area share, %
sequential: 64 / 1920 / 51.5
timing repair buffer: 99 / 981 / 26.3
clock buffer: 11 / 131 / 3.52
multi-input combinational: 56 / 523 / 14.0
tap: 102 / 128 / 3.42
clock inverter: 5 / 47.5 / 1.27
-- kinds of logic after synthesis --
logic type / Yosys count / share of synthesized area (%)
simple gates: 24 / 6.16
buf+inv: 4 / 0.917
mux: 32 / 14.7
flops: 64 / 78.2
-- state kept, by name, summed over array words and instances (netlist names) --
name               count
datamem_array         32
datamem_array[-1]     32
-- per-stage QoR --
step / setup WS [ns] / utilization, % / instance area, µm² / power [mW] / hold WS [ns]
2_1_floorplan: 5.16 / - / 2460 / 0.294 / 2.20
3_3_place_gp: 4.80 / 45.5 / 3550 / 0.328 / 2.68
3_5_place_dp: 4.80 / 45.5 / 3550 / 0.328 / 2.68
4_1_cts: 4.79 / 47.8 / 3730 / 0.520 / 2.33
5_1_grt: 4.75 / 47.8 / 3730 / 0.533 / 2.33
6_report: 4.84 / 47.8 / 3730 / 0.513 / 2.35
-- metal layers --
layer	GRT usage, %	wire length [µm]	up-vias
met1	17.3	1890	709
met3	5.26	469	7
met2	17.1	2140	82
met4	1.69	70	0
li1	-	-	727
met5	0	0	-
-- cells in the final DEF, fill, tap and decap left out --
cell type	n
sky130_fd_sc_hd__nor3_4	1
sky130_fd_sc_hd__clkdlybuf4s50_1	96
sky130_fd_sc_hd__clkinv_1	2
sky130_fd_sc_hd__mux2_2	32
sky130_fd_sc_hd__buf_2	1
sky130_fd_sc_hd__buf_4	2
sky130_fd_sc_hd__nor2_1	1
sky130_fd_sc_hd__nor4b_1	1
sky130_fd_sc_hd__nor3_2	1
sky130_fd_sc_hd__bufinv_16	1
sky130_fd_sc_hd__clkbuf_1	2
sky130_fd_sc_hd__nor4_1	6
sky130_fd_sc_hd__nand3_1	1
sky130_fd_sc_hd__nand2_1	1
sky130_fd_sc_hd__edfxtp_1	64
sky130_fd_sc_hd__nand4_1	9
sky130_fd_sc_hd__or3_1	1
sky130_fd_sc_hd__clkbuf_8	9
sky130_fd_sc_hd__clkinv_2	2
sky130_fd_sc_hd__or4_1	2
-- power breakdown --
group / internal [mW] / switching (mW)
clock: 0.107 / 0.0834
combinational: 0.0310 / 0.0104
sequential: 0.281 / 0.0000000000174
Power and IR drop assume default switching activity.
