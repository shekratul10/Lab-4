## flow/run.sh

```bash
#!/bin/bash
# OpenROAD 26Q1-2900-gdf79404cd8, Yosys 0.63+post, stock flow scripts
make -C /OpenROAD-flow-scripts/flow DESIGN_CONFIG=/design/flow/config.mk WORK_HOME=/design/flow/orfs finish
```

## flow/config.mk

```make
export PLATFORM = sky130hd
export DESIGN_NAME = alusrc
export DESIGN_NICKNAME = alusrc
export VERILOG_FILES = /design/flow/design.v
export SDC_FILE = /design/flow/constraint.sdc
export NUM_CORES = 4
export LEC_CHECK = 1
export CORE_AREA = 10 10 70 70
export DIE_AREA = 0 0 80 80
```

## flow/constraint.sdc

```tcl
current_design alusrc

set clk_period 1.0
set clk_io_pct 0.2

create_clock -name clk0 -period $clk_period

set non_clock_inputs [all_inputs -no_clocks]
set_input_delay [expr $clk_period * $clk_io_pct] -clock clk0 $non_clock_inputs
set_output_delay [expr $clk_period * $clk_io_pct] -clock clk0 [all_outputs]
```

## flow/design.v

```verilog
module alusrc #(
    parameter WIDTH = 32,
)(
    input logic [WIDTH-1:0] regOp2,
    input logic [WIDTH-1:0] ImmOp,
    input logic ALUsrc,
    output logic [WIDTH-1:0] ALUop2
);
assign ALUop2 = ALUsrc ? ImmOp : regOp2;
endmodule 
```

==> results.tsv <==
metric	value	unit
routed_via_density	3.83	
ys_area	544	um2
cpMostUsedCell	buf_16	
design_area	0.00159	mm2
synth_area_per_cell	15.1	um2
period_used_share	109	%
hold_path.class	primary input to output pin	
finalSetupViolations	32	
synth.cell_area	544	um2
post-dp-hpwl	2420	um
drt-wirelength-per-cell	15.9	um
postSynthSeqShare	0	%
worst_pin_slew	67.9	ps
flops	0	
p_clk_share	0	%
place_ws	-502	ps
pwr-share-comb	100.0	%
drive_above_1_share	52.6	%
fp_util	15.9	%
hold_viol	0	
rows	21	
ir_drop	164	uV
grt_antenna_before_repair	0	
synth.top_cell.area_share	82.8	%
grt_pass1_wl	4350	um
power.switching	141	uW
postRouteWirelength	2880	um
fill_cells	336	
max_freq	0.915	GHz
drc	0	
finalSetupTns	-2610	ps
cts_post_setup_buffers_inserted	0	
p_leak	0.000858	uW
die_x	80	um
gp_congestion	0.770	
post_dp_cell_area	0.00152	mm2
finish.utilization	46.4	%
arrival	890	ps
drt_iter0_drc	7	
ys_types	4	
warnings	34	
crit_family	buffers and inverters	
cpPeakStageDelay	300	ps
rsz0062_at_grt	true	
syn_inst	36	
hold_slack	795	ps
vias	693	
grt_max_degree	7	
p_int	490	uW
antenna_cells	0	
crit_type	primary input to output pin	
worstPathCellList	buf_16 -> buf_16 -> mux2_4 -> buf_6	
detail-route-antenna-nets	0	
layout.cells.most_common	dlygate4sd2_1	
track_usage	8.34	%
cp_max_fo	6	
n_clock_buffer	0	
ys_cells	36	
drt-pass1-iter-count	2	
max_slew_margin	95.5	%
critPathLaunchType	primary input	
setup_slack	-92.5	ps
period_minus_slack	1090	ps
slowest_stage	mux2_4	
area_delta_synth_final	191	%
grt_pass1_vias	762	
run_status	finished with violations	
portBuffers	97	
worst_ep_required_time	800	ps
final-seq-area	0	um2
core-area	0.00342	mm2
seqPwrFrac	0	%
end_kind	output pin	
lay_top_cells	dlygate4sd2_1 (64), mux2_4 (32), buf_6 (24)	
chipHeight	80	um
drv_slew	0	
critical_path_buf_inv_count	3	
die-area	0.00640	mm2
pwr_density_cell	398	mW/mm2
p_sw_share	22.4	%
violations	setup timing	
num_io_pins	97	
cap_violations	0	
overflow	0	
yosys.area.top_type	mux2_4	
synth.area.top_cells	mux2_4 (83%), buf_12 (11%), mux2_2 (4.1%), buf_6 (2.1%)	
ys_warn_count	0	
## final timing paths
path	startpoint	to	slack (ps)	cells past startpoint
min	ImmOp[25]	ALUop2[25]	790	3
max	ALUsrc	ALUop2[28]	-90	4
## through the flow
step | instances | power [uW]
floorplan | 36 | 206
global placement | 177 | 647
detailed placement | 177 | 652
CTS | 181 | 617
global route | 181 | 676
finish | 181 | 632
## area by class of cell
type,count,area [um2],share of cell area [%]
Multi-Input combinational cell,32,480,30.3
Tap cell,46,57.6,3.63
Timing Repair Buffer,103,1050,66.1
## Yosys cell counts (all sizes together)
library cell,number
buf,4
mux2,32
## metal layers
metal / global-route usage (%) / vias to the layer above / share of wire [%]
met5: 0 / - / 0
met1: 9.82 / 302 / 40
met2: 14.8 / 51 / 50
li1: - / 340 / -
met4: 0 / 0 / 0
met3: 3.18 / 0 / 10
## power by group through the flow
stage / Sequential, uW / Combinational (uW) / Clock (uW)
4_1_cts: 0 / 617 / 0
5_1_grt: 0 / 676 / 0
6_report: 0 / 632 / 0
## cell families after synthesis
logic type,count (synthesis),synth area share [%]
buf+inv,4,13.1
mux,32,86.9
## repair_timing
action	in CTS	in global routing
setup endpoints to repair	32	32
gates cloned	4	0
hold buffers	0	0
resized	191	7
No activity file was given, so power comes from the tool's default toggle rates.
